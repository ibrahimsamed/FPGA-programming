[/design/flow/run.sh]
#!/bin/bash
# OpenROAD 26Q1-2900-gdf79404cd8, Yosys 0.63+post, stock flow scripts
make -C /OpenROAD-flow-scripts/flow DESIGN_CONFIG=/design/flow/config.mk WORK_HOME=/design/flow/orfs finish
[/design/flow/config.mk]
export PLATFORM = sky130hd
export DESIGN_NAME = ALU
export DESIGN_NICKNAME = ALU
export VERILOG_FILES = /design/flow/design.v
export SDC_FILE = /design/flow/constraint.sdc
export NUM_CORES = 4
export LEC_CHECK = 1
export CORE_AREA = 10 10 70 70
export DIE_AREA = 0 0 80 80
[/design/flow/constraint.sdc]
current_design ALU

set clk_period 5.7
set clk_io_pct 0.2

create_clock -name clk0 -period $clk_period

set non_clock_inputs [all_inputs -no_clocks]
set_input_delay [expr $clk_period * $clk_io_pct] -clock clk0 $non_clock_inputs
set_output_delay [expr $clk_period * $clk_io_pct] -clock clk0 [all_outputs]
[/design/flow/design.v]
`timescale 1ns / 1ps
module ALU(
    input [1:0] InsSel,
    output CO,
    output Z,
    input [7:0] ALUinA,
    input [7:0] ALUinB,
    output [7:0] ALUout
    );
wire [7:0] rAND;
wire [7:0] rXOR;
wire [7:0] rADD;
wire [7:0] rCLS;
wire cout;
wire [7:0] ALUoutWire; 
(* dont_touch="true" *) AND_8 AND(ALUinA, ALUinB, rAND);
(* dont_touch="true" *) XOR_8 XOR(ALUinA, ALUinB, rXOR);
(* dont_touch="true" *) ADD_8 ADD(ALUinA, ALUinB, rADD,cout);
(* dont_touch="true" *) CLS_8 CLS(ALUinA, rCLS);
(* dont_touch="true" *) MUX4_8 MUX1 (InsSel, rAND, rXOR, rADD, rCLS   , ALUoutWire );
(* dont_touch="true" *) MUX4_1 MUX2 (InsSel, 1'b0, 1'b0, cout, rCLS[0], CO );  
assign ALUout = ALUoutWire;
(* dont_touch="true" *) ZeroComp_8 ZC (ALUoutWire, Z);         
endmodule
module AND_8(
    input [7:0] a,
    input [7:0] b,
    output [7:0] r
    );
assign r = a & b;     
endmodule
module XOR_8(
    input [7:0] a,
    input [7:0] b,
    output [7:0] r
    );
assign r = a ^ b;     
endmodule
module ADD_8(
    input [7:0] a,
    input [7:0] b,
    output [7:0] r,
    output cout
    );
assign {cout, r} = a + b;     
endmodule
module CLS_8(
    input [7:0] a,
    output [7:0] r
    );
assign r[7:1] = a[6:0];     
assign r[0]   = a[7]  ;     
endmodule
module MUX4_8(
    input [1:0] InsSel,
    input [7:0] a,
    input [7:0] b,
    input [7:0] c,
    input [7:0] d,
    output [7:0] r
    );
wire [7:0] t0;
wire [7:0] t1; 
assign t0 = (InsSel[1]? c : a);    
assign t1 = (InsSel[1]? d : b);    
assign r  = (InsSel[0]? t1 : t0);    
endmodule
module MUX4_1(
    input [1:0] InsSel,
    input a,
    input b,
    input c,
    input d,
    output r
    );
wire t0;
wire t1; 
assign r = InsSel[1] ? (InsSel[0] ? d : c) : (InsSel[0] ? b:a);
endmodule
module ZeroComp_8(
    input [7:0] a,
    output Z
    );
assign Z = ~(a[0]|a[1]|a[2]|a[3]|a[4]|a[5]|a[6]|a[7]);     
endmodule
==> impl_metrics.tcl <==
# implementation run metrics
set metrics [dict create \
    status "complete, no violations" \
    fin_crit_sh_pct 95.4 \
    internal_power_uw 55.2 \
    worst_setup_path_end_kind "output pin" \
    syn_area_per_cell_sq_um 9.04 \
    first_global_vias 566 \
    combPwrFrac_pct 100.0 \
    cts_setup_buffers 0 \
    max_slew.worst_pin.slew_ns 0.523 \
    drive_gt1_share_pct 13.5 \
    finalSetupViolCount 0 \
    synth_area_sq_um 561 \
    ys_top_cells_by_count "8 x ha_1, 6 x mux4_2, 4 x a21oi_1, 4 x inv_1, 4 x xnor2_1" \
    path_class "primary input to output pin" \
    clkbuf_count 0 \
    hold_path_startpoint "ALUinA[2]" \
    wl_met3_um 200 \
    p_leak_nw 0.325 \
    drc 0 \
    gp_congestion 0.854 \
    p_clk_share_pct 0 \
    syn2layout_area_growth_pct 60.0 \
    cp-start-kind "primary input" \
    first_pass_iters 4 \
    initCoreUtil_pct 16.4 \
    hp-class "primary input to output pin" \
    rows 21 \
    grt_max_degree 14 \
    min_period_ns 5.44 \
    grt_pass1_wl_um 2620 \
    flops 0 \
    wl_per_cell_um 12.6 \
    top_area_cell "mux4_2" \
    finalHoldViolations 0 \
    yosysWarnings 0 \
    p_sw_uw 33.5 \
    vias 587 \
    cp_max_fo 3 \
    ys_cells 62 \
    pin_count 28 \
    top_cell_area_share_pct 24.1 \
    overflow 0 \
    vdd_drop_max_mv 0.0206 \
    syn-instance-count 62 \
    ys_types 30 \
    area_leaders "mux4_2 24%, ha_1 18%, xnor2_1 6.3%, a21oi_1 3.6%, fa_1 3.6%" \
    gr-usage-all-layers_pct 4.90 \
    antenna_found_initial 0 \
    rsz0062_at_grt "no" \
    swShare_pct 37.8 \
    p_seq_share_pct 0 \
    dieArea_sq_um 6400 \
    arrival_ns 4.30 \
    ctsHoldBuffers 0 \
    final-seq-area_sq_um 0 \
    detailed_place_hpwl_um 1500 \
    max_cap_viol_count 0 \
    yosysMostFrequentCell "ha_1" \
    fmax_mhz 184 \
    slew_violations 0 \
    vias_per_cell 4.35 \
    finalSetupTns_ns 0 \
    ys_chip_area_sq_um 561 \
    diodes 0 \
    postRouteAntennaNets 0 \
    met1_length_um 737 \
    die_w_um 80 \
    wl_met2_um 768 \
    cp.required_ns 4.56 \
    drtIter0Drc 42 \
    die.size.y_um 80 \
    worstHoldEndpoint "ALUout[3]" \
    synth_seq_share_pct 0 \
    max_slew_margin_pct 65.0 \
    hold_depth 4 \
    cts-resized-gates 0 \
    warnings 32 \
    portBuffers 28 \
    core_sq_um 3420 \
    wirelength_um 1710 \
    highest_layer "met3" \
    power.density_nw_per_um2 98.9 \
    final_util_pct 26.3 \
]
==> placed cells by master, fill, tap and decap left out <==
cell type,count
xor2_1,1
o21ai_1,1
fa_1,1
o21bai_1,1
or2_1,2
a211oi_1,2
o311a_1,1
o211ai_1,1
clkdlybuf4s50_1,28
o22ai_1,2
nor2_2,1
nor3b_1,1
nand2b_1,2
xnor2_1,4
nor2_1,3
or3_1,2
nor3_1,3
nor2b_1,3
nor4_2,1
o22ai_2,1
buf_4,1
a211oi_2,1
o21ai_0,1
mux4_2,6
a211o_1,1
a21oi_1,4
ha_1,8
o221ai_1,1
inv_1,4
inv_2,1
==> how the worst max path moves through the flow <==
stage	slack [ns]	startpoint	endpoint	depth (start not counted)
CTS	0.25	ALUinA[0]	Z	10
global route	0.14	ALUinA[0]	Z	10
finish	0.26	ALUinA[0]	Z	11
==> per-layer routing <==
layer	vias to the layer above	GRT usage (%)
li1	297	-
met1	270	6.25
met2	20	7.95
met3	0	2.16
met4	0	0
met5	-	0
==> through the flow <==
step | power [mW] | instances | hold WS [ns] | area (sq um) | setup slack [ns]
CTS | 0.0899 | 135 | 3.36 | 897 | 0.245
floorplan | 0.0486 | 62 | 2.38 | 561 | 1.49
global placement | 0.0886 | 135 | 3.36 | 897 | 0.248
global route | 0.0981 | 135 | 3.41 | 897 | 0.136
finish | 0.0887 | 135 | 3.33 | 897 | 0.261
detailed placement | 0.0892 | 135 | 3.35 | 897 | 0.268
==> logic make-up after synthesis <==
family / share of synthesized area, %
xor gates and xnor gates: 7.81
AOI/OAI and AO/OA: 22.3
buffers and inverters: 4.91
muxes: 24.1
adders and majority gates: 21.4
and+or+nand+nor: 19.4
==> final cells by class <==
type | instances | area, sq um
Fill cell | 356 | 2520
Inverter | 5 | 18.8
Tap cell | 46 | 57.6
Multi-Input combinational cell | 55 | 533
Timing Repair Buffer | 29 | 288
==> power by group through the flow <==
stage                 Clock (mW)  Sequential [mW]  Combinational (mW)
after CTS                      0                0              0.0899
after global routing           0                0              0.0981
final                          0                0              0.0887
==> worst max-delay path, cell delays in order <==
cell,delay [ns]
clkdlybuf4s50_1,0.49
ha_1,0.21
inv_1,0.07
fa_1,0.40
nor2b_1,0.20
o22ai_2,0.11
xnor2_1,0.13
mux4_2,0.50
or3_1,0.41
nor4_2,0.14
clkdlybuf4s50_1,0.50
No activity file was given, so power comes from the tool's default toggle rates.
