[./config.mk]
export PLATFORM = sky130hd
export DESIGN_NAME = RB
export DESIGN_NICKNAME = RB
export VERILOG_FILES = /design/flow/design.v
export SDC_FILE = /design/flow/constraint.sdc
export NUM_CORES = 4
export LEC_CHECK = 1
export CORE_UTILIZATION = 30
[./constraint.sdc]
current_design RB

set clk_period 2.6
set clk_io_pct 0.2

create_clock -name clk0 -period $clk_period [get_ports {clk}]

set non_clock_inputs [all_inputs -no_clocks]
set_input_delay [expr $clk_period * $clk_io_pct] -clock clk0 $non_clock_inputs
set_output_delay [expr $clk_period * $clk_io_pct] -clock clk0 [all_outputs]
[./design.v]
`timescale 1ns / 1ps
module RB(
    input clk,
    input reset,
    input [7:0] InA,
    input [7:0] InB,
    input [7:0] CUconst,
    input [2:0] InMuxAdd,
    input [3:0] OutMuxAdd,
    input [3:0] RegAdd,
    input WE,
    output [7:0] ALUinA,
    output [7:0] ALUinB,
    input [7:0] ALUout,
    output [7:0] Out
    );
wire [15:0] DecoderOut;    
wire [127:0] RegistersOut;    
wire [7:0] MUXOut1;    
wire [7:0] MUXOut2;    
   genvar i;
    generate
       for (i=0; i < 16; i=i+1)
       begin: Registers
          (* dont_touch="true" *) Register REG( DecoderOut[i], clk, reset, MUXOut1,RegistersOut[(8*i+7):(8*i)]);
       end
    endgenerate    
(* dont_touch="true" *)    Decoder4 DEC1 (WE, RegAdd, DecoderOut);
(* dont_touch="true" *)    MUX8_8 MUX1  (InMuxAdd, InA, InB, CUconst, ALUout, MUXOut2, MUXOut2, MUXOut2, MUXOut2, MUXOut1);
(* dont_touch="true" *)    MUX16_8 MUX2 (OutMuxAdd,RegistersOut[7:0]
                                                  ,RegistersOut[15:8] 
                                                  ,RegistersOut[23:16] 
                                                  ,RegistersOut[31:24] 
                                                  ,RegistersOut[39:32] 
                                                  ,RegistersOut[47:40] 
                                                  ,RegistersOut[55:48] 
                                                  ,RegistersOut[63:56] 
                                                  ,RegistersOut[71:64] 
                                                  ,RegistersOut[79:72] 
                                                  ,RegistersOut[87:80] 
                                                  ,RegistersOut[95:88] 
                                                  ,RegistersOut[103:96] 
                                                  ,RegistersOut[111:104] 
                                                  ,RegistersOut[119:112] 
                                                  ,RegistersOut[127:120], MUXOut2);
    assign Out = RegistersOut[7:0];
    assign ALUinA = RegistersOut[15:8];
    assign ALUinB = RegistersOut[23:16];
endmodule
module MUX8_8(
    input [2:0] InsSel,
    input [7:0] i1,
    input [7:0] i2,
    input [7:0] i3,
    input [7:0] i4,
    input [7:0] i5,
    input [7:0] i6,
    input [7:0] i7,
    input [7:0] i8,
    output reg [7:0] r
  ); 
   always @(*)
       case (InsSel)
          3'b000: r = i1;
          3'b001: r = i2;
          3'b010: r = i3;
          3'b011: r = i4;
          3'b100: r = i5;
          3'b101: r = i6;
          3'b110: r = i7;
          3'b111: r = i8;
       endcase    
endmodule
module MUX16_8(
    input [3:0] InsSel,
    input [7:0] i1,
    input [7:0] i2,
    input [7:0] i3,
    input [7:0] i4,
    input [7:0] i5,
    input [7:0] i6,
    input [7:0] i7,
    input [7:0] i8,
    input [7:0] i9,
    input [7:0] i10,
    input [7:0] i11,
    input [7:0] i12,
    input [7:0] i13,
    input [7:0] i14,
    input [7:0] i15,
    input [7:0] i16,
    output reg [7:0] r
  ); 
   always @(*)
       case (InsSel)
          4'b0000: r = i1;
          4'b0001: r = i2;
          4'b0010: r = i3;
          4'b0011: r = i4;
          4'b0100: r = i5;
          4'b0101: r = i6;
          4'b0110: r = i7;
          4'b0111: r = i8;
          4'b1000: r = i9;
          4'b1001: r = i10;
          4'b1010: r = i11;
          4'b1011: r = i12;
          4'b1100: r = i13;
          4'b1101: r = i14;
          4'b1110: r = i15;
          4'b1111: r = i16;
       endcase    
endmodule
module Decoder4(
    input  WE,
    input [3:0] RegAdd,
    output reg [15:0] r
  ); 
   always @(*)
      if (WE == 1'b0) begin
         r <= 16'h0000;
      end
      else
         case (RegAdd)
            4'b0000  : r <= 16'b0000000000000001;
            4'b0001  : r <= 16'b0000000000000010;
            4'b0010  : r <= 16'b0000000000000100;
            4'b0011  : r <= 16'b0000000000001000;
            4'b0100  : r <= 16'b0000000000010000;
            4'b0101  : r <= 16'b0000000000100000;
            4'b0110  : r <= 16'b0000000001000000;
            4'b0111  : r <= 16'b0000000010000000;
            4'b1000  : r <= 16'b0000000100000000;
            4'b1001  : r <= 16'b0000001000000000;
            4'b1010  : r <= 16'b0000010000000000;
            4'b1011  : r <= 16'b0000100000000000;
            4'b1100  : r <= 16'b0001000000000000;
            4'b1101  : r <= 16'b0010000000000000;
            4'b1110  : r <= 16'b0100000000000000;
            4'b1111  : r <= 16'b1000000000000000;
            default  : r <= 16'b0000000000000000;
         endcase
endmodule
module Register(
    input  En,
    input  clk,
    input  reset,
    input [7:0] Rin,   
    output reg [7:0] Rout
  ); 
  always @(posedge clk or posedge reset) begin
    if (reset) begin  
      Rout <= 8'h00;
    end
    else if (En == 1'b1) begin
      Rout <= Rin;
    end 
  end
endmodule
[./run.sh]
#!/bin/bash
# OpenROAD 26Q1-2900-gdf79404cd8, Yosys 0.63+post, stock flow scripts
make -C /OpenROAD-flow-scripts/flow DESIGN_CONFIG=/design/flow/config.mk WORK_HOME=/design/flow/orfs finish
==> results.ini <==
[layout]
max_flop_register=Registers.REG.Rout
flop_area_um2=3200
final_core_utilization_pct=40.3
top_regs=Registers.REG.Rout x128
post_route_cells_drive_above_1_share_pct=30.0
most_frequent_cells_in_the_layout=sky130_fd_sc_hd__dfrtp_1 (128), sky130_fd_sc_hd__nor2_1 (120), sky130_fd_sc_hd__mux2_2 (76)
fill_cells=2143
layout-area-overhead-vs-synth_pct=30.9
final_design_area_no_fill_um2=9180
logic_area_um2=3480
flip_flop_count_of_the_largest_register_all_copies_and_words_added=128
layout.cells.most_common=sky130_fd_sc_hd__dfrtp_1
layout.cells.non_filler=1097

[clocking]
hold_buffers=0
clock-sinks=128
cts_root_buf=sky130_fd_sc_hd__clkbuf_16
tritoncts.num_buffers=17
cts_tree=yes
clock_pin_slew_worst_setup_and_hold_paths_ps=60
insertion_delay_ps=410
post-cts-setup-buffers=0
cts.htree.levels=4
post_cts.resized_instances=0
clock_tree.buffer_depth=2

[detailed_routing]
finalWirelength_mm=21.0
post_drt_via_cell_ratio=5.14
detailedRoute.firstIterationViolations=331
antenna_violating_nets_post_route=0
n_antenna_cell=0
wl_per_cell_um=19.1
drt_drc_violations_left=0
firstDrtPassIters=5
via_count=5640

[final_timing]
final_max_slew_viol_count=0
hold_viol_final=0
grt_setup_unrepaired=no
fin_crit_sh_pct=95.9
hold-worst-slack_ps=369
slew_headroom_pct=67.2
worst-slew-pin-transition_ps=489
worst_clock_skew_ps=7.88
setup_viol_count_final=0
timing.fmax_mhz=401
finalCriticalPeriod_ps=2490

[floorplanning]
full_die_area_um2=24000
floorplan.io_pins=70
placementRows=55
die_width_um=155
core_area_um2=22800
fp.dieH_um=155
core_util_floorplan_pct=30.8

[logic_synthesis]
synth.yosys.num_cells=654
yosys.area_share.aoi_pct=14.1
synth-main-ff-cell=sky130_fd_sc_hd__dfrtp_1
synth_adder_area_share_pct=0
synth-edff-count=0
yosysWarnings=4
synth-xor-area-share_pct=0
yosys.cell_types.count=64
syn-cell-area_um2=7010
ys_async_sr_fraction_pct=100
number_of_synthesized_register_bits=128
area_fraction_in_and_or_nand_and_nor_cells_after_synthesis_pct=18.4
synth.mux.area_fraction_pct=17.1
largest_non_sequential_cell_family_by_area=simple AND/OR/NAND/NOR gates
ys_area_um2=7010
synthesis.area_per_instance_um2=10.7
synth_seq_share_pct=45.7
syn-instance-count=654

[setup_path]
r2r_slack_ps=530
timing.critical_path.arrival_ps=2780
cp.required_ps=2890
end_kind=flip-flop
startpoint_types=input port
path_max_fanout=16
worst-setup-path-type=in -> reg

[placement]
detailed_place_hpwl_mm=15.0
numPlacedInstances=1066
port-buffer-count=69
placement.cell_area_um2=8560
place.gp.congestion=0.944

[run_status]
status=completed

[grt]
grt_remaining_overflow=0
first_global_vias=5848
antenna_violations_before_repair=0
grt_max_degree=80
gr-usage-all-layers_pct=18.9
first_pass_grt_wire_length_mm=33.8

[power]
post-layout-total-power_mw=6.94
power-per-cell-area_nw_per_um2=756
ir_drop_mv=0.443
leakage_power_nw=3.84

[flow_run]
max_cap_violations=0
warnings=25

[min_path]
hold_class=in -> async

[logic make-up after synthesis]
kind of cell | count (synthesis)
compound gates | 134
flops | 128
buf+inv | 52
mux | 96
simple gates | 244
[where the power goes]
group          switching, mW  total (mW)  internal [mW]
registers              0.343        2.86           2.52
logic                  0.641        1.57          0.931
clock network          0.899        2.50           1.60
total                   1.88        6.94           5.05
[area by class of cell]
type	instances	area share, %
Clock buffer	18	4.67
Clock inverter	13	2.06
Inverter	3	0.164
Multi-Input combinational cell	474	38.0
Sequential cell	128	34.9
Tap cell	313	4.27
Timing Repair Buffer	148	16.0
[Yosys cell counts (2+ instances only)]
| master | number | share of area, % |
|---|---|---|
| sky130_fd_sc_hd__buf_1 | 2 | 0.11 |
| sky130_fd_sc_hd__a21oi_1 | 63 | 4.5 |
| sky130_fd_sc_hd__and4b_1 | 2 | 0.29 |
| sky130_fd_sc_hd__o22ai_1 | 11 | 0.98 |
| sky130_fd_sc_hd__o21a_1 | 5 | 0.54 |
| sky130_fd_sc_hd__nor2b_1 | 10 | 0.89 |
| sky130_fd_sc_hd__a32o_1 | 2 | 0.29 |
| sky130_fd_sc_hd__o221ai_1 | 2 | 0.25 |
| sky130_fd_sc_hd__nand2_1 | 17 | 0.91 |
| sky130_fd_sc_hd__a31oi_2 | 5 | 0.89 |
| sky130_fd_sc_hd__nand3b_1 | 19 | 2.0 |
| sky130_fd_sc_hd__buf_2 | 15 | 1.1 |
| sky130_fd_sc_hd__nor3b_1 | 5 | 0.54 |
| sky130_fd_sc_hd__a221o_1 | 5 | 0.71 |
| sky130_fd_sc_hd__clkbuf_1 | 15 | 0.80 |
| sky130_fd_sc_hd__nor3_1 | 2 | 0.14 |
| sky130_fd_sc_hd__buf_4 | 4 | 0.43 |
| sky130_fd_sc_hd__buf_6 | 12 | 1.9 |
| sky130_fd_sc_hd__a31oi_1 | 2 | 0.18 |
| sky130_fd_sc_hd__mux4_2 | 8 | 2.6 |
| sky130_fd_sc_hd__and3b_1 | 3 | 0.37 |
| sky130_fd_sc_hd__o21ai_0 | 2 | 0.14 |
| sky130_fd_sc_hd__nor3_2 | 3 | 0.43 |
| sky130_fd_sc_hd__a22o_1 | 10 | 1.2 |
| sky130_fd_sc_hd__nand3_1 | 24 | 1.7 |
| sky130_fd_sc_hd__or4_1 | 2 | 0.21 |
| sky130_fd_sc_hd__and3_1 | 7 | 0.62 |
| sky130_fd_sc_hd__or2_1 | 2 | 0.18 |
| sky130_fd_sc_hd__a2111oi_1 | 4 | 0.57 |
| sky130_fd_sc_hd__a211oi_1 | 2 | 0.21 |
| sky130_fd_sc_hd__o22ai_2 | 10 | 1.8 |
| sky130_fd_sc_hd__nand4b_1 | 2 | 0.25 |
| sky130_fd_sc_hd__dfrtp_1 | 128 | 46 |
| sky130_fd_sc_hd__mux2_4 | 8 | 1.7 |
| sky130_fd_sc_hd__mux2i_1 | 3 | 0.43 |
| sky130_fd_sc_hd__or3b_1 | 12 | 1.5 |
| sky130_fd_sc_hd__mux2_2 | 76 | 12 |
| sky130_fd_sc_hd__inv_1 | 2 | 0.11 |
| sky130_fd_sc_hd__nand2b_1 | 4 | 0.36 |
| sky130_fd_sc_hd__nor2_1 | 120 | 6.4 |
[worst max-delay path, stage by stage]
cell and delay (ps):
sky130_fd_sc_hd__clkdlybuf4s50_1 500, sky130_fd_sc_hd__buf_12 150, sky130_fd_sc_hd__buf_4 140, sky130_fd_sc_hd__nand3b_1 100, sky130_fd_sc_hd__a21oi_1 100, sky130_fd_sc_hd__a2111oi_1 480
sky130_fd_sc_hd__buf_4 190, sky130_fd_sc_hd__a31oi_2 120, sky130_fd_sc_hd__buf_4 200, sky130_fd_sc_hd__mux2_2 260
[layer usage]
layer  track usage, %  share of wire (%)
met5                0                  0
met4             2.92                1.7
met3             4.31                6.2
met2             29.6                 47
met1             28.0                 45
[stage by stage]
stage	setup slack, ps	TNS (ps)
floorplan	356	0
global placement	-446	-26370
detailed placement	-400	-27410
CTS	24.8	0
global route	0.796	0
finish	107	0
[worst paths after layout]
kind	startpoint	endpoint	cells after the start
worst max-delay path	OutMuxAdd[1]	Registers[12].REG.Rout[5]	10
worst min-delay path	reset	Registers[2].REG.Rout[7]	2
worst max register to register	Registers[11].REG.Rout[4]	Registers[4].REG.Rout[4]	6
worst min register to register	Registers[8].REG.Rout[1]	Registers[8].REG.Rout[1]	1
max in group asynchronous	reset	Registers[10].REG.Rout[6]	3
min in group clk0	Registers[8].REG.Rout[1]	Registers[8].REG.Rout[1]	1
Power figures rest on the tool's default switching activity, not on a simulated workload.
